--- flow/design.v ---
module ifmap_radr_gen
#( 
  parameter BANK_ADDR_WIDTH = 8
)(
  input clk,
  input rst_n,
  input adr_en,
  output [BANK_ADDR_WIDTH - 1 : 0] adr,
  input config_en,
  input [BANK_ADDR_WIDTH*8 - 1 : 0] config_data
);
  reg [BANK_ADDR_WIDTH - 1 : 0] config_OX0, config_OY0, config_FX, config_FY, 
    config_STRIDE, config_IX0, config_IY0, config_IC1;
  always @ (posedge clk) begin
    if (rst_n) begin
      if (config_en) begin
        {config_OX0, config_OY0, config_FX, config_FY, config_STRIDE, 
         config_IX0, config_IY0, config_IC1} <= config_data; 
      end
    end else begin
      {config_OX0, config_OY0, config_FX, config_FY, config_STRIDE, 
       config_IX0, config_IY0, config_IC1} <= 0;
    end
  end
  reg [BANK_ADDR_WIDTH - 1 : 0] ox0, oy0, fx, fy, ic1;
  wire [BANK_ADDR_WIDTH - 1 : 0] ix0, iy0, adrc;
  always @ (posedge clk) begin
    if (rst_n) begin
      if (adr_en) begin
        ox0 <=  (ox0 == config_OX0 - 1) ? 
          0 : ox0 + 1;
        oy0 <=  (ox0 == config_OX0 - 1) ? 
          ((oy0 == config_OY0 - 1) ? 0 : oy0 + 1) : oy0;
        fx  <= ((ox0 == config_OX0 - 1) && (oy0 == config_OY0 - 1)) ? 
          ((fx == config_FX - 1) ? 0 : fx + 1) : fx;
        fy  <= ((ox0 == config_OX0 - 1) && (oy0 == config_OY0 - 1) && (fx == config_FX - 1)) ? 
          ((fy == config_FY - 1) ? 0 : fy + 1) : fy;
        ic1 <= ((ox0 == config_OX0 - 1) && (oy0 == config_OY0 - 1) && (fx == config_FX - 1) && (fy == config_FY - 1)) ? 
          ((ic1 == config_IC1 - 1) ? 0 : ic1 + 1) : ic1;
      end
    end else begin
      ox0 <= 0;
      oy0 <= 0;
      fx <= 0;
      fy <= 0;
      ic1 <= 0;
    end
  end
  assign ix0 = config_STRIDE * ox0 + fx;
  assign iy0 = config_STRIDE * oy0 + fy;
  assign adrc = ic1 * config_IX0 * config_IY0 + iy0 * config_IX0 + ix0;
  assign adr = adrc[BANK_ADDR_WIDTH - 1 : 0];
endmodule
--- flow/run.sh ---
#!/bin/bash
# OpenROAD 26Q1-2900-gdf79404cd8, Yosys 0.63+post, stock flow scripts
make -C /OpenROAD-flow-scripts/flow DESIGN_CONFIG=/design/flow/config.mk WORK_HOME=/design/flow/orfs finish
--- flow/config.mk ---
export PLATFORM = sky130hd
export DESIGN_NAME = ifmap_radr_gen
export DESIGN_NICKNAME = ifmap_radr_gen
export VERILOG_FILES = /design/flow/design.v
export SDC_FILE = /design/flow/constraint.sdc
export NUM_CORES = 4
export LEC_CHECK = 1
export CORE_UTILIZATION = 50
--- flow/constraint.sdc ---
current_design ifmap_radr_gen

set clk_period 10.7
set clk_io_pct 0.2

create_clock -name clk0 -period $clk_period [get_ports {clk}]

set non_clock_inputs [all_inputs -no_clocks]
set_input_delay [expr $clk_period * $clk_io_pct] -clock clk0 $non_clock_inputs
set_output_delay [expr $clk_period * $clk_io_pct] -clock clk0 [all_outputs]
==> reports/results.txt <==
status = complete, no violations
YS warnings = 1
GRT Overall Usage = 26.25%
WL met2 = 11960 um
Placed Area = 0.01160 mm2
vias in the first global route = 7839
Layout area overhead = 14.98%
CP Max Fanout = 7
Dominant Register Cell = dfxtp_1
htree depth = 3
fp_density = 51.54%
Basic Gates by Area = 19.96%
Fin. Hold Viols = 0
RSZ-0062 raised after global routing = yes
I/O Pins = 76
Max Slew Vio Count = 0
synthesized instance count = 1204
CP dominant cell by count = fa_1
gp weighted congestion = 0.9402
peak supply drop = 0.00008419 V
max incr delay on CP = 0.53 ns
yosys adder share = 27.95%
num rows = 52
Crit Path Category = reg2out
number of antenna diodes = 0
Post-DP HPWL = 20800 um
Final Non-Filler Cells = 1541
Multiplexer share = 6.369%
wl on met1 = 12510 um
average wire per standard cell = 16.95 um
Post-DRT Antenna Nets = 0
vias = 8129
Power Density = 79.09 mW/mm2
number of max-cap violations = 0
syn avg cell area = 8.746 um2
die area = 0.02164 mm2
number of buffers created by CTS = 9
Cell Type Count = 63
Std-Cell Core Area = 0.02043 mm2
CP required = 8.56 ns
main logic family after synthesis = adder cells
met3 WL post-DR = 1127 um
vias per cell = 5.275
worst path bufs/invs = 8
GR Overflow Total = 0
Routed Wire Length = 26120 um
register bit count reported by yosys = 104
Latency at later pin = 0.36 ns
setup TNS = 0 ns
Async SR Flop Fraction = 0%
clock sinks = 104
Highest Clock Rate = 96.44 MHz
CTS tree = built
most frequent cells in the layout = 134 x inv_1, 107 x nand2_1, 98 x xnor2_1
number of enable flip-flop cells = 0
Worst-Margin Slew = 0.7979 ns
Post-route DRC = 0
cells in synth_stat.txt = 1204
setup ws final = 0.3304 ns
Area leader share = 19.77%
Tcrit/Tclk final = 96.91%
first-pass GRT wire length = 42580 um
CP top delay family = adder cells
Die Ht = 147.1 um
Cells after DPL = 1521
Critical Path AT = 8.23 ns
PortBufs = 75
Worst Skew = 0.009979 ns
area leader, netlist = dfxtp_1
Setup crit end kind = primary output
Post-Syn Area = 0.01053 mm2
fin crit period = 10.37 ns
Hold Crit Class = reg2reg
pre-CTS setup slack = 0.1149 ns
Final Setup Violations = 0
slowest library cell on the worst path = fa_1
startpoint types = register
Top Metal Used = met4
ranking of synthesized cells by area = dfxtp_1 20%, fa_1 17%, ha_1 11%, xnor2_1 8.4%, mux2i_1 6.4%
Clock transition at path regs = 0.08 ns
slew margin rel. = 46.64%
yosys stat area = 0.01053 mm2
DRT iter0 DRCs = 295
root buf cell = clkbuf_16
initial antenna violation count = 0
largest net degree at the start of global routing = 36
Seq/Total Area, Yosys = 19.77%
clk buf depth = 2
layout cell share with drive strength beyond 1 = 7.317%
XOR Share, Synth = 11.83%
fill cell count = 1852
Top cell excl fill/tap = inv_1
tool warnings = 26
Detailed Routing Iterations Pass 1 = 5
die width = 147.1 um
Lkg Pwr = 5.330 nW
post-route cell area = 0.01211 mm2
Post-Synth AOI/OAI Area = 7.070%
==> layout make-up <==
class | count | area, um2 | area share [%]
sequential | 104 | 2108 | 17.41
clock buffer | 10 | 229.0 | 1.891
inverter | 140 | 525.5 | 4.340
tap | 270 | 337.8 | 2.790
multi-input combinational | 905 | 7814 | 64.53
timing repair buffer | 106 | 983.4 | 8.122
clock inverter | 6 | 110.1 | 0.9094
==> synth_stat cells, drive strengths merged, types with 29 or more instances <==
cell and instances:
clkbuf 49, and2 90, inv 140, dfxtp 104, nor2 94, xnor2 101, a21oi 29, xor2 31
ha 96, fa 87, mux2i 67, nand2 107
==> metal layers <==
metal	track usage [%]	vias up
li1	-	4096
met1	41.37	3825
met2	40.68	175
met3	3.550	33
met4	4.021	0
met5	0	-
==> worst paths after layout <==
kind | startpoint | to | slack, ns | depth (start not counted)
setup reg to reg | config_OY0[0] | ic1[4] | 7.31 | 9
setup / recovery | oy0[1] | adr[7] | 0.33 | 32
hold reg to reg | config_IY0[7] | config_IY0[7] | 0.52 | 2
hold / removal | config_IY0[7] | config_IY0[7] | 0.52 | 2
==> power by group <==
group | total, mW | switching (mW) | internal (mW)
registers | 0.425 | 0.0241 | 0.401
logic | 0.148 | 0.0707 | 0.0771
clock network | 0.385 | 0.172 | 0.213
total | 0.958 | 0.267 | 0.691
==> logic make-up (layout without fill, tap and decap cells) <==
group / after synthesis / after routing
AND-OR/OR-AND: 108 / 108
XOR/XNOR: 136 / 136
adder cells (fa/ha/maj): 183 / 183
buffers and inverters: 195 / 262
flip-flops: 104 / 104
multiplexers: 67 / 67
AND/OR/NAND/NOR: 411 / 411
==> stage by stage <==
stage / total power [mW] / util (%) / hold WS [ns]
6_report: 0.9577 / 59.27 / 0.5190
5_1_grt: 1.006 / 59.27 / 0.5686
4_1_cts: 0.9719 / 58.80 / 0.5263
3_5_place_dp: 0.5832 / 56.79 / 0.5080
3_3_place_gp: 0.5828 / 56.79 / 0.4804
2_1_floorplan: 0.5209 / - / 0.4600
==> worst reg2reg max path, delay by kind of cell, from the launching register on <==
kind / cells / cell delay (ns)
compound gates: 3 / 1.00
xor+xnor: 1 / 0.15
fa+ha+maj: 1 / 0.29
buf+inv: 1 / 0.07
flops: 1 / 0.44
simple gates: 3 / 1.35
==> what timing repair did <==
item,CTS,global route
buffers inserted,0,4
pin swaps,10,25
resized,23,19
setup endpoints to repair,1,1
hold buffers,0,0
No activity file was given, so power comes from the tool's default toggle rates.
